==> ./design.v <==
module Lab2_BCD_1digit_add_df (input [3:0] BCD_X, BCD_Y, input cin, output [3:0] BCD_S, output cout);
  wire [4:1] C;
  wire [3:0] P;
  wire [3:0] G;
  wire [3:0] S;
  wire cout1;
  assign P[0] = BCD_X[0] ^ BCD_Y[0];
  assign P[1] = BCD_X[1] ^ BCD_Y[1];
  assign P[2] = BCD_X[2] ^ BCD_Y[2];
  assign P[3] = BCD_X[3] ^ BCD_Y[3];
  assign G[0] = BCD_X[0] & BCD_Y[0];
  assign G[1] = BCD_X[1] & BCD_Y[1];
  assign G[2] = BCD_X[2] & BCD_Y[2];
  assign G[3] = BCD_X[3] & BCD_Y[3];
  assign C[1] = G[0] | (cin & P[0]);
  assign C[2] = G[1] | (G[0] & P[1]) | (cin & P[0] & P[1]);
  assign C[3] = G[2] | (G[1] & P[2]) | (G[0] & P[1] & P[2]) | (cin & P[0] & P[1] & P[2]);
  assign C[4] = G[3] | (G[2] & P[3]) | (G[1] & P[2] & P[3]) | (G[0] & P[1] & P[2] & P[3]) | (cin & P[0] & P[1] & P[2] & P[3]);
  assign S[0] = cin ^ P[0];
  assign S[1] = C[1] ^ P[1];
  assign S[2] = C[2] ^ P[2];
  assign S[3] = C[3] ^ P[3];
  assign cout = ((S[2] & S[3]) | (S[3] & S[1]) | C[4]);
  wire [4:1] C1;
  wire [3:0] P1;
  wire [3:0] G1;
  assign P1[0] = S[0] ^ 0;
  assign P1[1] = S[1] ^ cout;
  assign P1[2] = S[2] ^ cout;
  assign P1[3] = S[3] ^ 0;
  assign G1[0] = S[0] & 0;
  assign G1[1] = S[1] & cout;
  assign G1[2] = S[2] & cout;
  assign G1[3] = S[3] & 0;
  assign C1[1] = G1[0] | (0 & P1[0]);
  assign C1[2] = G1[1] | (G1[0] & P1[1]) | (0 & P1[0] & P1[1]);
  assign C1[3] = G1[2] | (G1[1] & P1[2]) | (G1[0] & P1[1] & P1[2]) | (0 & P1[0] & P1[1] & P1[2]);
  assign C1[4] = G1[3] | (G1[2] & P1[3]) | (G1[1] & P1[2] & P1[3]) | (G1[0] & P1[1] & P1[2] & P1[3]) | (0 & P1[0] & P1[1] & P1[2] & P1[3]);
  assign BCD_S[0] = 0 ^ P1[0];
  assign BCD_S[1] = C1[1] ^ P1[1];
  assign BCD_S[2] = C1[2] ^ P1[2];
  assign BCD_S[3] = C1[3] ^ P1[3];
endmodule
==> ./run.sh <==
#!/bin/bash
# OpenROAD 26Q1-2900-gdf79404cd8, Yosys 0.63+post, stock flow scripts
make -C /OpenROAD-flow-scripts/flow DESIGN_CONFIG=/design/flow/config.mk WORK_HOME=/design/flow/orfs finish
==> ./config.mk <==
export PLATFORM = sky130hd
export DESIGN_NAME = Lab2_BCD_1digit_add_df
export DESIGN_NICKNAME = Lab2_BCD_1digit_add_df
export VERILOG_FILES = /design/flow/design.v
export SDC_FILE = /design/flow/constraint.sdc
export NUM_CORES = 4
export LEC_CHECK = 1
export CORE_AREA = 10 10 70 70
export DIE_AREA = 0 0 80 80
==> ./constraint.sdc <==
current_design Lab2_BCD_1digit_add_df

set clk_period 4.9
set clk_io_pct 0.2

create_clock -name clk0 -period $clk_period

set non_clock_inputs [all_inputs -no_clocks]
set_input_delay [expr $clk_period * $clk_io_pct] -clock clk0 $non_clock_inputs
set_output_delay [expr $clk_period * $clk_io_pct] -clock clk0 [all_outputs]
==> ci_impl_report.md <==
## Implementation flow summary

| Metric | Value |
|---|---|
| Cells after Synth | `between 40 and 50` |
| Power density cells | `151 mW/mm²` |
| Max Transition Viols Final | `0` |
| Mapped Area | `348 µm²` |
| Max_cap viols | `0` |
| First-pass GRT wire length | `1.50 mm` |
| Layout Utilization | `0.189` |
| CLK BUF | `0` |
| Reg power frac | `0` |
| Hold_sp | `BCD_Y[0]` |
| Routed wire per std cell | `9.04 µm` |
| Via count | `about 380` |
| Net Sw Frac | `0.407` |
| Fmax | `between 0.2 and 0.25 GHz` |
| Setup Fix Bufs, Post-CTS | `0` |
| Area leader share | `0.252` |
| DRC viols | `0` |
| Outcome | `completed` |
| Syn avg cell area | `8.28 µm²` |
| Number of nets with antenna violations after routing | `0` |
| Most Frequent Cell on Critical Path | `ha_1` |
| GP Congestion | `approximately 0.65` |
| Share of power burned in combinational logic | `1.000` |
| CP max stage cell | `clkdlybuf4s50_1` |
| Synth cell types | `25` |
| Via/cell ratio | `3.57` |
| Layout cell share with drive strength beyond 1 | `0.279` |
| Chip Area | `0.00640 mm²` |
| Hold WC Path Type | `in -> out` |
| CP cell instances | `clkdlybuf4s50_1, ha_1, o211a_4, buf_4, a211oi_4, o21ai_2, a21oi_1, ha_2, ha_1, inv_1, a311oi_2, o22ai_1, dlygate4sd2_1` |
| Yosys cell count | `around 42` |
| Initial antenna violation count | `0` |
| Die Span Y | `about 80 µm` |
| Gr ovfl total | `0` |
| Storage cell area | `0 µm²` |
| Seq cells | `0` |
| Leak Pwr | `around 0.27 nW` |
| Port Buffers | `14` |
| Register share after synthesis | `0` |
| Area leader, netlist | `ha_1` |
| DR pass1 iterations | `4` |
| Critical path startpoint | `BCD_X[1]` |
| Int Power | `0.0000580 W` |
| Placed Area | `583 µm²` |
| Top cell excl fill/tap | `clkdlybuf4s50_1` |
| Filler cells | `374` |
| # diodes | `0` |
| Critical Path Fanout Max | `7` |
| Post-CTS Hold Fix Bufs | `0` |
| Initial Util | `0.102` |
| Final setup fails | `0` |
| Clk pwr share | `0` |
| Rows | `21` |
| CP max stage delay | `0.41 ns` |
| Design area | `approximately 650 µm²` |
| Worst VDD drop | `between 0.000015 and 0.00002 V` |
| Post-route insts no fill | `107` |
| Crit path time final | `4.62 ns` |
| HPWL Detailed | `~800 µm` |
| Largest net degree at the start of global routing | `8` |
| Vias in the first global route | `337` |
| Final cycle utilization of the critical path | `0.943` |
| Area reported by Yosys stat | `348 µm²` |
| Drt first-iter violations | `29` |
| IO Count | `14` |
| Die X | `80 µm` |
| Ys Warns | `0` |
| RSZ-0062 raised after global routing | `no` |
| Placed insts | `107` |
| Core area | `0.00342 mm²` |
| Switch Pwr | `roughly 0.000040 W` |
| Syn-to-layout area delta | `86.0%` |
| Worst relative slew slack | `0.655` |
| WP data required | `around 3.9 ns` |
| Top logic cells by instance count in the layout | `clkdlybuf4s50_1, inv_1, buf_4` |
| Hold_ws | `about 2.8 ns` |
| Number of OpenROAD warnings | `33` |
| Worst slew pin tran | `0.504 ns` |
| Biggest area cells | `ha_1, inv_1, fa_1` |
| Tot GR Track Use | `0.0271` |
| Detailed Route WL | `967 µm` |
| WP data arrival | `3.64 ns` |
| Startpoint Class | `input port` |
| Final Hold Viols | `0` |
| CP Capture Type | `output pin` |
| Critical setup path kind | `in -> out` |
## final timing paths
kind | slack [ns] | cells past startpoint | to
max | 0.28 | 13 | BCD_S[3]
min | 2.81 | 5 | BCD_S[0]
## Yosys cell counts
cell,instances
a2111oi_0,1
a2111oi_1,1
a211o_1,1
a211oi_2,1
a21o_1,1
a21oi_1,2
a311oi_1,2
and2_1,1
and3b_1,1
fa_1,1
ha_1,7
inv_1,7
nand2b_1,1
nand3_1,1
nor2_1,3
nor4_2,1
o211a_4,1
o21ai_0,1
o21ai_1,2
o21ai_2,1
o22ai_1,1
o31ai_1,1
or2_4,1
xnor2_1,1
xnor2_2,1
## per-stage QoR
step | setup TNS [ns] | power, W | setup WS, ns
final | 0 | 0.0000977 | 0.278
after global routing | 0 | 0.000109 | 0.128
after floorplan | 0 | 0.0000410 | 0.949
after global placement | -0.0925 | 0.0000893 | -0.0925
after CTS | 0 | 0.0000931 | 0.114
after detailed placement | -0.125 | 0.0000899 | -0.125
## cells by family (layout without fill, tap and decap cells)
| family | Yosys count | count (layout) | share of synthesized area |
|---|---|---|---|
| AOI/OAI and AO/OA | 16 | 16 | 0.374 |
| and+or+nand+nor | 9 | 9 | 0.169 |
| adders and majority gates | 8 | 8 | 0.309 |
| buffers and inverters | 7 | 26 | 0.0756 |
| xor gates and xnor gates | 2 | 2 | 0.0720 |
## power by group through the flow
stage / registers [W] / clock network [W] / logic (W)
CTS: 0 / 0 / 0.0000931
global route: 0 / 0 / 0.000109
finish: 0 / 0 / 0.0000977
## layout make-up
cell class | instances | area [µm²] | share of cell area
multi-input combinational | 35 | 382 | 0.590
tap | 46 | 57.6 | 0.0890
timing repair buffer | 19 | 181 | 0.280
inverter | 7 | 26.3 | 0.0406
## timing repair
action / 4_1_cts / 5_1_grt
gates resized: 4 / 8
pin swaps: 0 / 6
hold endpoints to repair: 0 / 0
setup endpoints to repair: 1 / 1
## critical path: cells and delay by family
kind / cells / cell delay, ns
buffers and inverters: 4 / 0.89
adders and majority gates: 3 / 0.69
AOI/OAI and AO/OA: 6 / 1.08
## layer usage
metal,global-route usage,vias up,part of all wire
met5,0,-,0
met4,0,0,0
met3,0.00227,0,0.033
met2,0.0514,6,0.55
met1,0.0339,179,0.41
li1,-,197,-
Power and IR drop assume default switching activity.
