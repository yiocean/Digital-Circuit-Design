===== /design/flow/config.mk =====
export PLATFORM = sky130hd
export DESIGN_NAME = Lab2_BCD_3digit_add_sub
export DESIGN_NICKNAME = Lab2_BCD_3digit_add_sub
export VERILOG_FILES = /design/flow/design.v
export SDC_FILE = /design/flow/constraint.sdc
export NUM_CORES = 4
export LEC_CHECK = 1
export CORE_AREA = 10 10 99 99
export DIE_AREA = 0 0 109 109

===== /design/flow/constraint.sdc =====
current_design Lab2_BCD_3digit_add_sub

set clk_period 12.5
set clk_io_pct 0.2

create_clock -name clk0 -period $clk_period

set non_clock_inputs [all_inputs -no_clocks]
set_input_delay [expr $clk_period * $clk_io_pct] -clock clk0 $non_clock_inputs
set_output_delay [expr $clk_period * $clk_io_pct] -clock clk0 [all_outputs]

===== /design/flow/design.v =====
module Lab2_BCD_1digit_add_beh(input [3:0] BCD_X, BCD_Y, input cin, output [3:0] BCD_S, output cout);
    reg [3:0] S_temp;
    reg c_temp;
    reg [4:1] C;
    reg [3:0] P;
    reg [3:0] G;
    reg [3:0] S, S1;
    reg cout1, cout3;
    reg [4:1] C1;
    reg [3:0] P1;
    reg [3:0] G1;
    always @(*) begin
        P[0] = BCD_X[0] ^ BCD_Y[0];
        P[1] = BCD_X[1] ^ BCD_Y[1];
        P[2] = BCD_X[2] ^ BCD_Y[2];
        P[3] = BCD_X[3] ^ BCD_Y[3];
        G[0] = BCD_X[0] & BCD_Y[0];
        G[1] = BCD_X[1] & BCD_Y[1];
        G[2] = BCD_X[2] & BCD_Y[2];
        G[3] = BCD_X[3] & BCD_Y[3];
        C[1] = G[0] | (cin & P[0]);
        C[2] = G[1] | (G[0] & P[1]) | (cin & P[0] & P[1]);
        C[3] = G[2] | (G[1] & P[2]) | (G[0] & P[1] & P[2]) | (cin & P[0] & P[1] & P[2]);
        C[4] = G[3] | (G[2] & P[3]) | (G[1] & P[2] & P[3]) | (G[0] & P[1] & P[2] & P[3]) | (cin & P[0] & P[1] & P[2] & P[3]);
        S[0] = cin ^ P[0];
        S[1] = C[1] ^ P[1];
        S[2] = C[2] ^ P[2];
        S[3] = C[3] ^ P[3];
        cout3 = ((S[2] & S[3]) | (S[3] & S[1]) | C[4]);
        P1[0] = S[0] ^ 0;
        P1[1] = S[1] ^ cout;
        P1[2] = S[2] ^ cout;
        P1[3] = S[3] ^ 0;
        G1[0] = S[0] & 0;
        G1[1] = S[1] & cout;
        G1[2] = S[2] & cout;
        G1[3] = S[3] & 0;
        C1[1] = G1[0] | (0 & P1[0]);
        C1[2] = G1[1] | (G1[0] & P1[1]) | (0 & P1[0] & P1[1]);
        C1[3] = G1[2] | (G1[1] & P1[2]) | (G1[0] & P1[1] & P1[2]) | (0 & P1[0] & P1[1] & P1[2]);
        C1[4] = G1[3] | (G1[2] & P1[3]) | (G1[1] & P1[2] & P1[3]) | (G1[0] & P1[1] & P1[2] & P1[3]) | (0 & P1[0] & P1[1] & P1[2] & P1[3]);
        S1[0] = 0 ^ P1[0];
        S1[1] = C1[1] ^ P1[1];
        S1[2] = C1[2] ^ P1[2];
        S1[3] = C1[3] ^ P1[3];
    end
    assign BCD_S[0] = S1[0];
    assign BCD_S[1] = S1[1];
    assign BCD_S[2] = S1[2];
    assign BCD_S[3] = S1[3];
    assign cout = cout3;
endmodule
module Lab2_BCD_3digit_add(input [11:0] BCD_X, BCD_Y, input cin, output [11:0] BCD_S, output cout);
    wire cout1, cout2;
    Lab2_BCD_1digit_add_beh M1(BCD_X[3:0], BCD_Y[3:0], cin, BCD_S[3:0], cout1);
    Lab2_BCD_1digit_add_beh M2(BCD_X[7:4], BCD_Y[7:4], cout1, BCD_S[7:4], cout2);
    Lab2_BCD_1digit_add_beh M3(BCD_X[11:8], BCD_Y[11:8], cout2, BCD_S[11:8], cout);
endmodule
module Lab2_BCD_3digit_add_sub (input [11:0] BCD_3X, BCD_3Y, input mode, output [11:0] BCD_3R, output kout);
    wire [11:0] new_Y, BCD_9c, BCD_3R_9c, BCD_3R_10c,BCD_3R_tmp;
    wire cout;
    wire notuse;
    Lab2_BCD_9c_beh M1(BCD_3Y[3:0],BCD_9c[3:0]);
    Lab2_BCD_9c_beh M2(BCD_3Y[7:4],BCD_9c[7:4]);
    Lab2_BCD_9c_beh M3(BCD_3Y[11:8],BCD_9c[11:8]);
    assign new_Y[0]=(mode & BCD_9c[0]) | (!mode & BCD_3Y[0]);
    assign new_Y[1]=(mode & BCD_9c[1]) | (!mode & BCD_3Y[1]);
    assign new_Y[2]=(mode & BCD_9c[2]) | (!mode & BCD_3Y[2]);
    assign new_Y[3]=(mode & BCD_9c[3]) | (!mode & BCD_3Y[3]);
    assign new_Y[4]=(mode & BCD_9c[4]) | (!mode & BCD_3Y[4]);
    assign new_Y[5]=(mode & BCD_9c[5]) | (!mode & BCD_3Y[5]);
    assign new_Y[6]=(mode & BCD_9c[6]) | (!mode & BCD_3Y[6]);
    assign new_Y[7]=(mode & BCD_9c[7]) | (!mode & BCD_3Y[7]);
    assign new_Y[8]=(mode & BCD_9c[8]) | (!mode & BCD_3Y[8]);
    assign new_Y[9]=(mode & BCD_9c[9]) | (!mode & BCD_3Y[9]);
    assign new_Y[10]=(mode & BCD_9c[10]) | (!mode & BCD_3Y[10]);
    assign new_Y[11]=(mode & BCD_9c[11]) | (!mode & BCD_3Y[11]);
    Lab2_BCD_3digit_add Ad1(BCD_3X,new_Y,mode,BCD_3R_tmp,cout);
    Lab2_BCD_9c_beh M4(BCD_3R_tmp[3:0],BCD_3R_9c[3:0]);
    Lab2_BCD_9c_beh M5(BCD_3R_tmp[7:4],BCD_3R_9c[7:4]);
    Lab2_BCD_9c_beh M6(BCD_3R_tmp[11:8],BCD_3R_9c[11:8]);
    Lab2_BCD_3digit_add Ad2(BCD_3R_9c, 12'b000000000000, 1'b1, BCD_3R_10c, notuse);
    assign kout=mode?(cout?((BCD_3R[0] | BCD_3R[1] | BCD_3R[2] | BCD_3R[3] | BCD_3R[4] | BCD_3R[5] | BCD_3R[6] | BCD_3R[7] | BCD_3R[8] | BCD_3R[9] | BCD_3R[10] | BCD_3R[11])?0:1):1):cout;
    assign BCD_3R[0]=mode?(cout?BCD_3R_tmp[0]:BCD_3R_10c[0]):BCD_3R_tmp[0];
    assign BCD_3R[1]=mode?(cout?BCD_3R_tmp[1]:BCD_3R_10c[1]):BCD_3R_tmp[1];
    assign BCD_3R[2]=mode?(cout?BCD_3R_tmp[2]:BCD_3R_10c[2]):BCD_3R_tmp[2];
    assign BCD_3R[3]=mode?(cout?BCD_3R_tmp[3]:BCD_3R_10c[3]):BCD_3R_tmp[3];
    assign BCD_3R[4]=mode?(cout?BCD_3R_tmp[4]:BCD_3R_10c[4]):BCD_3R_tmp[4];
    assign BCD_3R[5]=mode?(cout?BCD_3R_tmp[5]:BCD_3R_10c[5]):BCD_3R_tmp[5];
    assign BCD_3R[6]=mode?(cout?BCD_3R_tmp[6]:BCD_3R_10c[6]):BCD_3R_tmp[6];
    assign BCD_3R[7]=mode?(cout?BCD_3R_tmp[7]:BCD_3R_10c[7]):BCD_3R_tmp[7];
    assign BCD_3R[8]=mode?(cout?BCD_3R_tmp[8]:BCD_3R_10c[8]):BCD_3R_tmp[8];
    assign BCD_3R[9]=mode?(cout?BCD_3R_tmp[9]:BCD_3R_10c[9]):BCD_3R_tmp[9];
    assign BCD_3R[10]=mode?(cout?BCD_3R_tmp[10]:BCD_3R_10c[10]):BCD_3R_tmp[10];
    assign BCD_3R[11]=mode?(cout?BCD_3R_tmp[11]:BCD_3R_10c[11]):BCD_3R_tmp[11];
endmodule
module Lab2_BCD_9c_beh(input [3:0] BCD, output [3:0] BCD_9c);
  reg [3:0] BCD_9c1;
  always @(*) begin
    BCD_9c1[0] = !BCD[0];
    BCD_9c1[1] = BCD[1];
    BCD_9c1[2] = BCD[1] ^ BCD[2];
    BCD_9c1[3] = (!BCD[0]) & (!BCD[1]) & (!BCD[3]);
  end
  assign BCD_9c[0] = BCD_9c1[0];
  assign BCD_9c[1] = BCD_9c1[1];
  assign BCD_9c[2] = BCD_9c1[2];
  assign BCD_9c[3] = BCD_9c1[3];
endmodule

===== /design/flow/run.sh =====
#!/bin/bash
# OpenROAD 26Q1-2900-gdf79404cd8, Yosys 0.63+post, stock flow scripts
make -C /OpenROAD-flow-scripts/flow DESIGN_CONFIG=/design/flow/config.mk WORK_HOME=/design/flow/orfs finish

==> impl_metrics.xml <==
<?xml version="1.0" encoding="UTF-8"?>
<metrics>
  <group name="placed_design">
    <metric name="hpwlAfterDp" unit="um">3570</metric>
    <metric name="gpl.final_weighted_congestion" unit="">0.831</metric>
    <metric name="post_dp_cell_area" unit="mm^2">0.00227</metric>
    <metric name="port_buffers" unit="">38</metric>
    <metric name="dp.cells" unit="">370</metric>
  </group>
  <group name="critical_path">
    <metric name="timing.critical_path.required" unit="ns">10.00</metric>
    <metric name="crit_type" unit="">in2out</metric>
    <metric name="crit_path_start_kind" unit="">primary input</metric>
    <metric name="cp.arrival" unit="ns">9.53</metric>
    <metric name="crit_path_top_delay_cell" unit="">sky130_fd_sc_hd__fa_1</metric>
    <metric name="timing.critical_path.to_type" unit="">primary output</metric>
    <metric name="critPathMaxFanout" unit="">4</metric>
    <metric name="timing.critical_path.slowest_cell_delay" unit="ns">0.51</metric>
  </group>
  <group name="synthesis">
    <metric name="yosysWarnings" unit="">2</metric>
    <metric name="synth_stat.cells" unit="">203</metric>
    <metric name="synth_chip_area" unit="mm^2">0.00155</metric>
    <metric name="synth_cell_type_count" unit="">45</metric>
    <metric name="synthCells" unit="">203</metric>
    <metric name="synth.yosys.seq_area_share" unit="%">0</metric>
    <metric name="synthesis.area_per_instance" unit="um^2">7.63</metric>
    <metric name="mappedNetlistArea" unit="mm^2">0.00155</metric>
  </group>
  <group name="global_routing">
    <metric name="antenna_found_initial" unit="">0</metric>
    <metric name="grt_pass1_vias" unit="">1617</metric>
    <metric name="grt_use_total" unit="%">6.94</metric>
    <metric name="globalRouteOverflowTotal" unit="">0</metric>
    <metric name="grt_first_pass_wirelength" unit="um">7060</metric>
    <metric name="largest_net_degree_at_the_start_of_global_routing" unit="">13</metric>
  </group>
  <group name="timing">
    <metric name="finalCritPeriodShare" unit="%">96.2</metric>
    <metric name="worst_slew_pin_slew" unit="ns">0.846</metric>
    <metric name="report.final.setup_viol" unit="">0</metric>
    <metric name="rsz_0062_raised_after_global_routing" unit="">true</metric>
    <metric name="max_freq" unit="MHz">83.2</metric>
    <metric name="slew_margin_rel" unit="%">43.5</metric>
    <metric name="layout_min_cycle_time" unit="ns">12.03</metric>
    <metric name="final-hold-violation-count" unit="">0</metric>
    <metric name="timing.final.max_slew_violations" unit="">0</metric>
  </group>
  <group name="finish">
    <metric name="final_non_filler_cells" unit="">387</metric>
    <metric name="final-seq-area" unit="um^2">0</metric>
    <metric name="final_layout_size_suffix_gt1_share" unit="%">32.3</metric>
    <metric name="post-route-cell-area" unit="mm^2">0.00257</metric>
    <metric name="layout_top_cells_excl_fill_tap" unit="">48 x sky130_fd_sc_hd__buf_4, 33 x sky130_fd_sc_hd__clkdlybuf4s50_1, 27 x sky130_fd_sc_hd__ha_1</metric>
    <metric name="flow.area_growth_from_synthesis" unit="%">65.7</metric>
    <metric name="flops" unit="">0</metric>
    <metric name="clkbuf_count" unit="">0</metric>
    <metric name="lay_top_count" unit="">sky130_fd_sc_hd__buf_4</metric>
    <metric name="layout.filler_cells" unit="">764</metric>
  </group>
  <group name="pwr">
    <metric name="post-layout-total-power" unit="mW">0.494</metric>
    <metric name="sequentialPowerShare" unit="%">0</metric>
    <metric name="netSwitchingFraction" unit="%">44.6</metric>
    <metric name="internal_power" unit="mW">0.274</metric>
    <metric name="p_per_area" unit="mW/mm^2">193</metric>
    <metric name="p_clk_share" unit="%">0</metric>
    <metric name="max-vdd-ir-drop" unit="mV">0.0626</metric>
    <metric name="power.combinational.fraction" unit="%">100.0</metric>
    <metric name="static-leakage-power" unit="nW">1.19</metric>
    <metric name="p_sw" unit="mW">0.221</metric>
  </group>
  <group name="drt">
    <metric name="detailedRoute.firstIterationViolations" unit="">49</metric>
    <metric name="wl" unit="um">4180</metric>
    <metric name="drt_drc_violations_left" unit="">0</metric>
    <metric name="detail_route.first_pass.iterations" unit="">4</metric>
    <metric name="ant_nets" unit="">0</metric>
    <metric name="detailroute.via_count" unit="">1660</metric>
    <metric name="drt-wirelength-per-cell" unit="um">10.8</metric>
    <metric name="viasPerCell" unit="">4.29</metric>
    <metric name="antennaDiodeCount" unit="">0</metric>
  </group>
  <group name="floorplanning">
    <metric name="design.die.area" unit="mm^2">0.0119</metric>
    <metric name="core" unit="mm^2">0.00773</metric>
    <metric name="io_count" unit="">38</metric>
    <metric name="placementRows" unit="">32</metric>
    <metric name="die-width" unit="um">109</metric>
    <metric name="fp.dieH" unit="um">109</metric>
    <metric name="core_util_floorplan" unit="%">20.0</metric>
  </group>
  <group name="hold_path">
    <metric name="worstHoldEndpoint" unit="">kout</metric>
    <metric name="hold_path.startpoint" unit="">mode</metric>
    <metric name="hold_path_depth" unit="">6</metric>
    <metric name="hold_class" unit="">in2out</metric>
  </group>
  <group name="outcome">
    <metric name="result_of_the_run" unit="">finished, final reports clean</metric>
  </group>
  <group name="job">
    <metric name="max_cap_viol_count" unit="">0</metric>
    <metric name="warnings" unit="">36</metric>
  </group>
  <group name="clock_network">
    <metric name="postCtsHoldBufs" unit="">0</metric>
  </group>
</metrics>
## cell type report
cell class                      instances  area, um^2  share of cell area [%]
Inverter                               20        77.6                    3.02
Multi-Input combinational cell        176        1580                    61.6
Timing Repair Buffer                   89         781                    30.4
Tap cell                              102         128                    4.97
## cells by family (layout without fill, tap and decap cells)
kind of cell | after synthesis | in the layout | synth area share [%]
multiplexers | 6 | 6 | 4.12
XOR/XNOR | 23 | 23 | 13.0
buffers and inverters | 27 | 109 | 7.92
AND-OR/OR-AND | 44 | 44 | 19.2
adder cells (fa/ha/maj) | 41 | 41 | 36.5
AND/OR/NAND/NOR | 62 | 62 | 19.2
## repair_timing
item | in CTS | in global routing
setup buffers | 7 | 10
setup endpoints to repair | 3 | 4
gates resized | 16 | 37
hold endpoints to repair | 0 | 0
pin swaps | 23 | 33
## routing by layer
metal	vias up	global-route usage (%)	routed length, um
li1	876	-	-
met1	751	9.59	2110
met2	31	11.6	1890
met3	2	1.14	166
met4	0	0.565	14
met5	-	0	0
## how the worst max path moves through the flow
stage,startpoint,end,cells after the start
4_1_cts,BCD_3X[0],kout,41
5_1_grt,BCD_3Y[3],kout,42
6_report,BCD_3Y[3],kout,42
## synthesized netlist by cell type, types with 2 or more instances
| cell | count | share of area (%) |
|---|---|---|
| sky130_fd_sc_hd__nand2_1 | 19 | 4.6 |
| sky130_fd_sc_hd__ha_1 | 34 | 27 |
| sky130_fd_sc_hd__nand2b_1 | 7 | 2.8 |
| sky130_fd_sc_hd__o211ai_1 | 2 | 0.97 |
| sky130_fd_sc_hd__a21o_1 | 2 | 0.97 |
| sky130_fd_sc_hd__buf_6 | 2 | 1.5 |
| sky130_fd_sc_hd__inv_1 | 19 | 4.6 |
| sky130_fd_sc_hd__clkbuf_1 | 4 | 0.97 |
| sky130_fd_sc_hd__xor2_1 | 10 | 5.7 |
| sky130_fd_sc_hd__nor4_1 | 2 | 0.81 |
| sky130_fd_sc_hd__mux2i_1 | 3 | 1.9 |
| sky130_fd_sc_hd__o21ai_0 | 11 | 3.6 |
| sky130_fd_sc_hd__nor3_1 | 8 | 2.6 |
| sky130_fd_sc_hd__mux2_2 | 3 | 2.2 |
| sky130_fd_sc_hd__nand3_1 | 3 | 0.97 |
| sky130_fd_sc_hd__xnor2_1 | 13 | 7.4 |
| sky130_fd_sc_hd__nor2_1 | 14 | 3.4 |
| sky130_fd_sc_hd__o21bai_1 | 2 | 0.97 |
| sky130_fd_sc_hd__o21a_1 | 4 | 1.9 |
| sky130_fd_sc_hd__fa_1 | 7 | 9.0 |
| sky130_fd_sc_hd__a21oi_1 | 10 | 3.2 |
## critical path: cells and delay by family
kind                       cells  cell delay (ns)
buffers and inverters          4             0.73
and+or+nand+nor               14             1.66
adders and majority gates      8             2.13
AOI/OAI and AO/OA             13             2.14
xor gates and xnor gates       2             0.26
muxes                          1             0.09
## stage by stage
stage	setup WS, ns	hold slack, ns	TNS, ns	utilization [%]
2_1_floorplan	0.340	5.10	0	-
3_3_place_gp	-0.461	6.26	-0.507	29.3
3_5_place_dp	-0.623	6.25	-0.877	29.3
4_1_cts	0.0589	5.88	0	30.6
5_1_grt	-0.0758	5.72	-0.0758	33.2
6_report	0.474	5.67	0	33.2
## power groups by stage
stage                 clock, mW  sequential (mW)  combinational [mW]
after CTS                     0                0               0.474
final                         0                0               0.494
after global routing          0                0               0.564
Power is estimated from default activity; no workload was simulated.
