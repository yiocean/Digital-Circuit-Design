==> ./design.v <==
module Lab2_4_bit_RCA (input [3:0] A, B, input cin, output [3:0] S, output cout);
    wire B1, B2, B3;
	Lab2_full_add FA0 (A[0], B[0], cin, B1, S[0]);
	Lab2_full_add FA1 (A[1], B[1], B1, B2, S[1]);
	Lab2_full_add FA2 (A[2], B[2], B2, B3, S[2]);
	Lab2_full_add FA3 (A[3], B[3], B3, cout, S[3]);
endmodule
module Lab2_full_add (input a, b, cin, output sum, cout);
    wire sum1, cout1, cout2;
	Lab2_half_add FA1(a, b, sum1, cout1);
	Lab2_half_add FA2(sum1, cin, sum, cout2);
	or #(2) G1(cout, cout1, cout2);
endmodule
module Lab2_half_add(input a, b, output sum, cout);
	xor #(4) G1(sum, a, b);
	and #(2) G2(cout, a, b);
endmodule
==> ./run.sh <==
#!/bin/bash
# OpenROAD 26Q1-2900-gdf79404cd8, Yosys 0.63+post, stock flow scripts
make -C /OpenROAD-flow-scripts/flow DESIGN_CONFIG=/design/flow/config.mk WORK_HOME=/design/flow/orfs finish
==> ./config.mk <==
export PLATFORM = sky130hd
export DESIGN_NAME = Lab2_4_bit_RCA
export DESIGN_NICKNAME = Lab2_4_bit_RCA
export VERILOG_FILES = /design/flow/design.v
export SDC_FILE = /design/flow/constraint.sdc
export NUM_CORES = 4
export LEC_CHECK = 1
export CORE_AREA = 10 10 70 70
export DIE_AREA = 0 0 80 80
==> ./constraint.sdc <==
current_design Lab2_4_bit_RCA

set clk_period 2.9
set clk_io_pct 0.2

create_clock -name clk0 -period $clk_period

set non_clock_inputs [all_inputs -no_clocks]
set_input_delay [expr $clk_period * $clk_io_pct] -clock clk0 $non_clock_inputs
set_output_delay [expr $clk_period * $clk_io_pct] -clock clk0 [all_outputs]
==> Table 3: Implementation characteristics <==
Implementation parameters

Parameter                              Value

Global route
  First-pass GRT wire length .................. 634 um
  Pin count of the biggest net entering global routing .................. 2
  Antenna violations before repair .................. 0
  Total Routing Usage GR .................. 0.0116
  Via count of the first global-routing pass .................. 142
  Global route overflow .................. 0

Placement
  Detail Placement HPWL .................. about 380 um
  Count of placed standard cells including taps .................. about 74
  Last weighted congestion value of the routability-driven placer .................. ~0.74
  Number of buffer cells added on primary ports .................. 14
  Post-Place Worst Slack .................. -1.31 ns

Drt
  Vias per inst .................. 1.65
  DR DRC count .................. 0
  Number of detailed-route iterations in the first pass .................. 2
  Ant. Diodes .................. 0
  Average routed wire per standard cell .................. 5.28 um
  Count of vias placed by the detailed router .................. 122
  Number of DRC markers in iteration 0 .................. 1
  Post-route ant nets .................. 0
  DRT Wirelength .................. ~400 um

Finish
  Comb. cell area .................. 80.1 um^2
  Most used logic cell in the final layout .................. sky130_fd_sc_hd__clkdlybuf4s50_1
  Share of final-layout standard cells stronger than drive strength 1 .................. 0.250
  Top library cells by usage in the layout, fill and taps aside .................. sky130_fd_sc_hd__clkdlybuf4s50_1, sky130_fd_sc_hd__inv_1, sky130_fd_sc_hd__fa_1, sky130_fd_sc_hd__buf_2, sky130_fd_sc_hd__inv_2
  Non-filler cells in the finished layout .................. 74
  Total area of sequential cells .................. 0 um^2
  Clock tree buffer count of the final layout .................. 0
  Area delta synth->final .................. 101%
  Fin util .................. 0.0868
  Flip-flops .................. 0
  Count of filler cells inserted in the layout .................. 402

Timing
  Actual slew at the worst max-slew pin .................. 0.117 ns
  Pins Over Slew Limit .................. 0
  Shortest clock period the worst path allows after layout .................. 3.44 ns
  Fin Hold WS .................. 1.88 ns
  Final worst slack .................. -0.544 ns
  Setup violators final .................. 3
  Maximum frequency from static timing analysis .................. 290 MHz
  Final tally of hold violations .................. 0
  RSZ-0062 raised after global routing .................. yes
  Worst slew margin relative to its limit .................. 0.922
  Cycle use final .................. 1.19

Critical path
  Crit path max-delay cell type .................. sky130_fd_sc_hd__fa_1
  Critical path class .................. in2out
  Longest individual stage delay on the worst path .................. 0.52 ns
  Biggest fanout along the worst timing path .................. 1
  Cell seen most often among critical-path stages .................. sky130_fd_sc_hd__fa_1
  Crit. End Element .................. output port
  Required arrival time at the worst endpoint .................. 2.32 ns
  Cell chain of the critical path .................. buf_6 > inv_2 > fa_1 > inv_1 > fa_1 > fa_1 > inv_1 > fa_1 > inv_1 > buf_2
  CP bufs+invs .................. 6
  Worst Setup Start Kind .................. input port
  CP Data Arrival Time .................. 2.86 ns
  CP top delay family .................. adder cells

Synthesis
  Syn. warnings .................. 0
  Synthesized area per cell .................. 8.20 um^2
  Seq share, synth .................. 0
  Instance count of the mapped netlist .................. 18
  Yosys Instances .................. 18
  Top-area cell share .................. 0.542
  Top cell type by total area after synthesis .................. sky130_fd_sc_hd__fa_1
  Number of distinct library cells after synthesis .................. 3
  Leading post-synthesis cells by cell area .................. sky130_fd_sc_hd__fa_1, sky130_fd_sc_hd__inv_1, sky130_fd_sc_hd__buf_4
  Post-synth design cell area .................. roughly 150 um^2
  Chip area line of the yosys report .................. 148 um^2

Run status
  Outcome .................. finished, violations left
  Failing checks .................. setup timing

Die
  DIE WIDTH .................. 80 um
  Total die size .................. between 6000 and 7000 um^2
  Total I/O pin count .................. 14
  Core utilization before placement .................. 0.0432
  Standard cell core area .................. 3420 um^2
  Placement Rows .................. 21
  Die outline height .................. ~80 um

Power and ir drop
  Power density over cell area .................. 186 nW/um^2
  VDD IR max .................. roughly 0.053 mV
  Pleak .................. approximately 0.00014 uW

Flow run
  Count of warning messages emitted by the tools .................. 35
  Number of max-capacitance violations reported .................. 0

Hold path
  Class of the tightest hold or removal check .................. in2out

CTS
  Number of post-CTS setup repair buffers .................. 0
## layout make-up
class | count | share of cell area
Inverter | 10 | 0.127
Multi-Input combinational cell | 4 | 0.270
Timing Repair Buffer | 14 | 0.409
Tap cell | 46 | 0.194
## cell families after synthesis
family / synth area share
fa+ha+maj: 0.542
buf+inv: 0.458
## where the power goes
group / total, uW / switching, uW / internal [uW]
Combinational: 55.1 / 19.9 / 35.2
Sequential: 0 / 0 / 0
Clock: 0 / 0 / 0
Total: 55.1 / 19.9 / 35.2
## path summary, 6_finish.rpt
| kind | end | depth (start not counted) | startpoint |
|---|---|---|---|
| setup / recovery | cout | 10 | A[0] |
| hold / removal | S[0] | 5 | A[0] |
## through the flow
step | power, uW | instance area, um^2 | TNS (ns)
after floorplan | 30.0 | 148 | -0.609
after global placement | 66.8 | 315 | -3.27
after detailed placement | 67.7 | 315 | -3.29
after CTS | 58.7 | 297 | -1.46
after global routing | 66.2 | 297 | -1.43
final | 55.1 | 297 | -1.17
## what timing repair did
action                                  CTS  global route
resized                                  17             1
endpoints found under the setup margin    4             3
pin swaps                                 4             4
hold buffers                              0             0
## metal layers
metal,vias to the layer above,share of wire,global-route usage
met5,-,0,0
met4,0,0,0
met3,0,0.21,0.00682
met2,14,0.21,0.0136
met1,48,0.58,0.0181
li1,60,-,-
## worst min-delay path, delay by kind of cell
family	cells	cell delay, ns
buf+inv	4	0.58
fa+ha+maj	1	0.15
## cells in the mapped netlist
cell                    count
sky130_fd_sc_hd__inv_1     10
sky130_fd_sc_hd__buf_4      4
sky130_fd_sc_hd__fa_1       4
No activity file was given, so power comes from the tool's default toggle rates.
